==> flow/design.v <==
module mult (
	input logic		[63:0]	A, B,
	input logic					doSigned,				 
	output logic	[63:0]	mult_low, mult_high 
	);
	logic signed	[63:0]	signedA, signedB;
	logic signed	[127:0]	signedResult;
	logic				[127:0]	unsignedResult;
	always_comb begin
		signedA = A;
		signedB = B;
		signedResult = signedA * signedB;
	end
	always_comb
		unsignedResult = A * B;
	always_comb
		if (doSigned)
			{mult_high, mult_low} = signedResult;
		else
			{mult_high, mult_low} = unsignedResult;
endmodule
module shifter(
	input logic		[63:0]	value,
	input logic					direction,  
	input	logic		[5:0]		distance,
	output logic	[63:0]	result
	);
	always_comb begin
		if (direction == 0)
			result = value << distance;
		else
			result = value >> distance;
	end
endmodule
module shifter_testbench();
	logic	[63:0]	value;
	logic				direction;
	logic [5:0]		distance;
	logic [63:0]	result;
	shifter dut (.value, .direction, .distance, .result);
	integer i, dir;
	initial begin
		value = 64'hDEADBEEFDECAFBAD;
		for(dir=0; dir<2; dir++) begin
			direction <= dir[0];
			for(i=0; i<64; i++) begin
				distance <= i; #10;
			end
		end
	end
endmodule
module mult_testbench();
	logic [63:0]	A, B;
	logic				doSigned;
	logic	[63:0]	mult_low, mult_high;
	logic	[127:0]	fullVal;
	mult dut (.A, .B, .doSigned, .mult_low, .mult_high);
	assign fullVal = {mult_high, mult_low};
	integer i;
	initial begin
		for(i=0; i<2; i++) begin
			doSigned <= i[0];
			A <=  0; B <=  0; #10;
			A <=  1; B <=  2; #10;
			A <= -1; B <=  1; #10;
			A <= -1; B <= -1; #10;
			A <= 5<<35; B <= 6<<35; #10;
		end
	end
endmodule
==> flow/run.sh <==
#!/bin/bash
# OpenROAD 26Q1-2900-gdf79404cd8, Yosys 0.63+post, stock flow scripts
make -C /OpenROAD-flow-scripts/flow DESIGN_CONFIG=/design/flow/config.mk WORK_HOME=/design/flow/orfs finish
==> flow/config.mk <==
export PLATFORM = sky130hd
export DESIGN_NAME = shifter
export DESIGN_NICKNAME = shifter
export VERILOG_FILES = /design/flow/design.v
export SDC_FILE = /design/flow/constraint.sdc
export NUM_CORES = 4
export LEC_CHECK = 1
export CORE_UTILIZATION = 50
==> flow/constraint.sdc <==
current_design shifter

set clk_period 10.5
set clk_io_pct 0.2

create_clock -name clk0 -period $clk_period

set non_clock_inputs [all_inputs -no_clocks]
set_input_delay [expr $clk_period * $clk_io_pct] -clock clk0 $non_clock_inputs
set_output_delay [expr $clk_period * $clk_io_pct] -clock clk0 [all_outputs]
==> impl_metrics.ini <==
; generated from flow reports
[die]
floorplan.die.height_um = 133
num_rows = 47
die_width_um = 133
core_um2 = 16600
floorplan.initialDensity_pct = 51.3
top_level_ports = 135
dieArea_um2 = 17600

[yosys]
post_synth_aoi_oai_area_pct = 24.0
postSynthAreaPerCell_um2 = 8.73
synthCells = 977
ys_seq_share_pct = 0
yosys_area_um2 = 8530
post_synth_fa_ha_maj_area_fraction_pct = 0
synthesis.yosys.warnings = 1
netlist_logic_family_top = multiplexers
yosys.cell_types.count = 62
synth-cells-yosys = 977
simple_gate_area_share_pct = 13.7
synth.cell_area_um2 = 8530
ys_sh_mux_pct = 55.7
synth_xor_xnor_area_share_pct = 0

[global_routing]
total_overflow_reported_by_the_global_router = 0
grt_first_pass_wirelength_um = 61400
grt_max_degree = 146
first_global_vias = 9416
groute.usage.overall_pct = 49.5
antenna_found_initial = 2

[detailed_routing]
post_drt_wl_per_cell_um = 33.5
via_count = 10100
drc_markers = 0
routed-wl-met2_um = 16800
ant_nets = 0
met3RoutedLength_um = 7990
router_iterations_before_antenna_repair = 9
dr_top_layer = met5
first_iter_violations = 1500
sum_of_routed_wire_length_over_all_layers_um = 41900
met1Wirelength_um = 14200
viasPerCell = 8.09

[timing]
grt_setup_unrepaired = false
hold_viol = 0
report.final.slew_viol_count = 0
tightestPinTransition_ns = 1.11
final.setup.tns_ns = 0
timing.final.crit_share_pct = 77.3
report.final.setup_viol = 0
slew-limit-headroom_pct = 25.9
min_period_ns = 8.11
maxClockFrequency_ghz = 0.123

[worst_setup_path]
critical_path.max_stage_delay_ns = 0.84
timing.critical_path.to_type = output port
path_cells = buf_2 -> clkinv_2 -> buf_4 -> mux2i_1 -> nor2_1 -> o21ai_0 -> o2111ai_1 -> clkdlybuf4s50_1
cp-start-kind = input port
critical_path.top_delay_family = buffers and inverters
path_max_fanout = 42
crit_required_ns = 8.40
cp_data_arrival_time_ns = 6.01
path_class = in -> out
crit_buf_inv = 4
crit_slowest_cell = sky130_fd_sc_hd__clkinv_2

[layout]
clock_buffer_count = 0
post_route_cells_drive_above_1_share_pct = 21.8
syn2layout_area_growth_pct = 15.1
final_core_util_pct = 59.0
regArea_um2 = 0
fillerInstances = 1480
flip_flops = 0
final-instance-count-excl-fill = 1252

[power]
power-per-cell-area_nw_per_um2 = 63.5
worst_ir_drop_vdd_mv = 0.0662
power.leakage_nw = 3.36

[placement]
detailed_place_hpwl_um = 31100
placement.io_buffers = 135
gp_congestion = 1.15
dp_cells = 1249

[flow_run]
max_cap_viol_count = 0
log.warning_count = 36

[min_path]
holdCritPathClass = in -> out

[run_status]
result_of_the_run = finished, final reports clean

[clock_tree]
total_of_cells_resized_after_clock_tree_synthesis = 0
postCtsSetupRepairBufs = 0
cts_hold_repair.buffers = 0
cells in the final DEF (no fill, tap or decap), drive strengths merged, types with 9 or more instances in the layout:
master / n
nor2: 122
a21oi: 41
o211ai: 28
nand2b: 15
nor3: 16
a211oi: 15
buf: 27
nand3: 10
mux2i: 124
nand2: 51
o22ai: 67
nor2b: 9
a22oi: 13
o21ai: 47
mux4: 127
clkdlybuf4s50: 131
mux2: 58
o221ai: 21
through the flow:
| step | total power [mW] | hold slack [ns] | area [µm²] | setup WS [ns] |
|---|---|---|---|---|
| 2_1_floorplan | 0.344 | 4.45 | 8530 | 4.48 |
| 5_1_grt | 0.642 | 5.29 | 9820 | 2.29 |
| 3_5_place_dp | 0.588 | 5.24 | 9810 | 2.49 |
| 4_1_cts | 0.590 | 5.24 | 9810 | 2.50 |
| 3_3_place_gp | 0.589 | 5.23 | 9810 | 2.60 |
| 6_report | 0.624 | 5.25 | 9820 | 2.39 |
area by class of cell:
| type | instances | area, µm² | area share [%] |
|---|---|---|---|
| multi-input combinational | 865 | 7970 | 81.1 |
| timing repair buffer | 159 | 1550 | 15.8 |
| tap | 220 | 275 | 2.80 |
| inverter | 5 | 21.3 | 0.217 |
| antenna | 3 | 7.51 | 0.0764 |
metal layers:
metal / vias to the layer above / global-route usage (%)
li1: 4146 / -
met2: 999 / 66.1
met3: 253 / 31.9
met4: 2 / 21.6
met5: - / 2.50
met1: 4733 / 63.4
cell families (layout without fill, tap and decap cells):
family	after synthesis	count (layout)
AND/OR/NAND/NOR	257	257
multiplexers	309	309
AND-OR/OR-AND	299	299
buffers and inverters	112	164
other	0	3
synth_stat cells (10+ instances only):
| cell | count | area [µm²] |
|---|---|---|
| sky130_fd_sc_hd__nand2_1 | 51 | 191 |
| sky130_fd_sc_hd__nand3_1 | 10 | 50.1 |
| sky130_fd_sc_hd__a211oi_1 | 15 | 113 |
| sky130_fd_sc_hd__a21oi_1 | 41 | 205 |
| sky130_fd_sc_hd__o211ai_1 | 28 | 210 |
| sky130_fd_sc_hd__a22oi_1 | 13 | 97.6 |
| sky130_fd_sc_hd__o221ai_1 | 21 | 184 |
| sky130_fd_sc_hd__mux2i_1 | 124 | 1240 |
| sky130_fd_sc_hd__o22ai_1 | 67 | 419 |
| sky130_fd_sc_hd__nand2b_1 | 15 | 93.8 |
| sky130_fd_sc_hd__o21ai_0 | 46 | 230 |
| sky130_fd_sc_hd__nor3_1 | 16 | 80.1 |
| sky130_fd_sc_hd__buf_1 | 16 | 60.1 |
| sky130_fd_sc_hd__clkbuf_1 | 50 | 188 |
| sky130_fd_sc_hd__mux4_2 | 127 | 2860 |
| sky130_fd_sc_hd__nor2_1 | 122 | 458 |
| sky130_fd_sc_hd__buf_2 | 22 | 110 |
| sky130_fd_sc_hd__mux2_2 | 58 | 653 |
worst paths after layout:
| path | start | to | slack, ns | cells after the start |
|---|---|---|---|---|
| max | distance[1] | result[24] | 2.39 | 8 |
| min | distance[3] | result[44] | 5.25 | 5 |
power by group:
part / internal [mW] / total [mW] / switching (mW)
Combinational: 0.270 / 0.624 / 0.354
Clock: 0.00000000636 / 0.00000000638 / 0
Sequential: 0 / 0 / 0
Power and IR drop assume default switching activity.
