==> design/flow/design.v <==
`timescale 1ns/10ps
module decoder2_4(in, out, en);
input [1:0] in;
input en;
output [3:0] out;
logic not0, not1;
not #0.05 n0 (not0, in[0]);
not #0.05 n1 (not1, in[1]);
and #0.05 a0 (out[0], not0, not1, en);
and #0.05 a1 (out[1], in[0], not1, en);
and #0.05 a2 (out[2], not0, in[1], en);
and #0.05 a3 (out[3], in[0], in[1], en);
endmodule
module decoder_2_4_test;
reg [1:0] in;
wire [3:0] out;
reg en;
decoder2_4 test (.in, .out, .en);
initial begin
 en = 1;
 in = 2'b00; #300;
 in = 2'b01; #300;
 in = 2'b10; #300;
 in = 2'b11; #300;
 in = 2'b00; #300;
 in = 2'b01; #300;
 in = 2'b10; #300;
 in = 2'b11; #300;
 en = 0;
 in = 2'b00; #300;
 in = 2'b01; #300;
 in = 2'b10; #300;
 in = 2'b11; #300;
 in = 2'b00; #300;
 in = 2'b01; #300;
 in = 2'b10; #300;
 in = 2'b11; #300;
 end
endmodule
`timescale 1ns/10ps
module decoder3_8(in, out, en);
input [2:0] in;
input en;
output [7:0] out;
wire in00,in01,in02;
not #0.05 n1 (in00,in[0]);
not #0.05 n2 (in01,in[1]);
not #0.05 n3 (in02,in[2]);
and #0.05 a1 (out[0],in00,in01,in02, en);
and #0.05 a2 (out[1],in[0],in01,in02, en);
and #0.05 a3 (out[2],in00,in[1],in02, en);
and #0.05 a4 (out[3],in[0],in[1],in02, en);
and #0.05 a5 (out[4],in00,in01,in[2], en);
and #0.05 a6 (out[5],in[0],in01,in[2], en);
and #0.05 a7 (out[6],in00,in[1],in[2], en);
and #0.05 a8 (out[7],in[0],in[1],in[2], en);
endmodule
module decoder_3to8_test;
reg [2:0] in;
reg en;
wire [7:0] out;
decoder3_8 test (.in, .out, .en);
initial begin
	en = 1;
	in = 3'b000; #300;
	in = 3'b001; #300;
	in = 3'b010; #300;
	in = 3'b011; #300;
	in = 3'b100; #300;
	in = 3'b101; #300;
	in = 3'b110; #300;
	in = 3'b111; #300;
	en = 0;
	in = 3'b000; #300;
	in = 3'b001; #300;
	in = 3'b010; #300;
	in = 3'b011; #300;
	in = 3'b100; #300;
	in = 3'b101; #300;
	in = 3'b110; #300;
	in = 3'b111; #300;
 end
endmodule
`timescale 1ns/10ps
module decoder5_32(in, out, en);
input [4:0] in;
input en;
output [31:0] out;
wire [3:0] dec24_out;
decoder2_4 dec24 (in[4:3], dec24_out, en);
decoder3_8 dec38_0 (in[2:0], out[7:0], dec24_out[0]);
decoder3_8 dec38_1 (in[2:0], out[15:8], dec24_out[1]);
decoder3_8 dec38_2 (in[2:0], out[23:16], dec24_out[2]);
decoder3_8 dec38_3 (in[2:0], out[31:24], dec24_out[3]);
endmodule
module decoder_5to32_test;
reg [4:0] in;
reg en;
wire [31:0] out;
decoder5_32 test (.in, .out, .en);
initial begin
	en = 1;
	in = 5'b00000; #500;
	in = 5'b00001; #500;
	in = 5'b00010; #500;
	in = 5'b00011; #500;
	in = 5'b00100; #500;
	in = 5'b00101; #500;
	in = 5'b00110; #500;
	in = 5'b00111; #500;
	in = 5'b01000; #500;
	in = 5'b01001; #500;
	in = 5'b01011; #500;
	in = 5'b01100; #500;
	in = 5'b01101; #500;
	in = 5'b01110; #500;
	in = 5'b01111; #500;
	in = 5'b10000; #500;
	in = 5'b10001; #500;
	in = 5'b10010; #500;
	in = 5'b10011; #500;
	in = 5'b10100; #500;
	in = 5'b10101; #500;
	in = 5'b10110; #500;
	in = 5'b10111; #500;
	in = 5'b11000; #500;
	in = 5'b11001; #500;
	in = 5'b11010; #500;
	in = 5'b11011; #500;
	in = 5'b11100; #500;
	in = 5'b11101; #500;
	in = 5'b11110; #500;
	in = 5'b11111; #500;
	in = 5'b00000; #500;
	in = 5'b00001; #500;
	in = 5'b00010; #500;
	in = 5'b00011; #500;
	in = 5'b00100; #500;
	in = 5'b00101; #500;
	in = 5'b00110; #500;
	in = 5'b00111; #500;
	in = 5'b01000; #500;
	in = 5'b01001; #500;
	in = 5'b01011; #500;
	in = 5'b01100; #500;
	in = 5'b01101; #500;
	in = 5'b01110; #500;
	in = 5'b01111; #500;
	in = 5'b10000; #500;
	in = 5'b10001; #500;
	in = 5'b10010; #500;
	in = 5'b10011; #500;
	in = 5'b10100; #500;
	in = 5'b10101; #500;
	in = 5'b10110; #500;
	in = 5'b10111; #500;
	in = 5'b11000; #500;
	in = 5'b11001; #500;
	in = 5'b11010; #500;
	in = 5'b11011; #500;
	in = 5'b11100; #500;
	in = 5'b11101; #500;
	in = 5'b11110; #500;
	in = 5'b11111; #500;
	en = 0;
	in = 5'b00000; #500;
	in = 5'b00001; #500;
	in = 5'b00010; #500;
	in = 5'b00011; #500;
	in = 5'b00100; #500;
	in = 5'b00101; #500;
	in = 5'b00110; #500;
	in = 5'b00111; #500;
	in = 5'b01000; #500;
	in = 5'b01001; #500;
	in = 5'b01011; #500;
	in = 5'b01100; #500;
	in = 5'b01101; #500;
	in = 5'b01110; #500;
	in = 5'b01111; #500;
	in = 5'b10000; #500;
	in = 5'b10001; #500;
	in = 5'b10010; #500;
	in = 5'b10011; #500;
	in = 5'b10100; #500;
	in = 5'b10101; #500;
	in = 5'b10110; #500;
	in = 5'b10111; #500;
	in = 5'b11000; #500;
	in = 5'b11001; #500;
	in = 5'b11010; #500;
	in = 5'b11011; #500;
	in = 5'b11100; #500;
	in = 5'b11101; #500;
	in = 5'b11110; #500;
	in = 5'b11111; #500;
 end
endmodule
==> design/flow/run.sh <==
#!/bin/bash
# OpenROAD 26Q1-2900-gdf79404cd8, Yosys 0.63+post, stock flow scripts
make -C /OpenROAD-flow-scripts/flow DESIGN_CONFIG=/design/flow/config.mk WORK_HOME=/design/flow/orfs finish
==> design/flow/config.mk <==
export PLATFORM = sky130hd
export DESIGN_NAME = decoder5_32
export DESIGN_NICKNAME = decoder5_32
export VERILOG_FILES = /design/flow/design.v
export SDC_FILE = /design/flow/constraint.sdc
export NUM_CORES = 4
export LEC_CHECK = 1
export CORE_AREA = 10 10 70 70
export DIE_AREA = 0 0 80 80
==> design/flow/constraint.sdc <==
current_design decoder5_32

set clk_period 1.1
set clk_io_pct 0.2

create_clock -name clk0 -period $clk_period

set non_clock_inputs [all_inputs -no_clocks]
set_input_delay [expr $clk_period * $clk_io_pct] -clock clk0 $non_clock_inputs
set_output_delay [expr $clk_period * $clk_io_pct] -clock clk0 [all_outputs]
==> run_results.csv <==
group,metric,value,unit
status,status,"complete, but fails checks",
status,violations,"negative setup slack",
power,comb_power_share,1.000,
final_timing,drv_slew,0,
logic_synthesis,syn_area,230,um2
routing,ant_nets,0,
logic_synthesis,top_area_frac,0.522,
logic_synthesis,ys_types,9,
setup_path,cp.depth,5,
placement,port_buffers,38,
power,netSwitchingFraction,0.421,
routing,wl_met2,1.04,mm
power,power_density,244,nW/um2
floorplanning,dieHeight,80,um
global_routing,grt_usage,0.0624,
power,vdd.ir_drop.worst,0.0000470,V
setup_path,crit_type,"input port to output pin",
logic_synthesis,top_area_cell,"nor2_1",
layout,design_area,960,um2
final_timing,setup_viol,31,
logic_synthesis,ys_warn_count,0,
power,power.net_switching,98.8,uW
placement,dp_slack,-0.961,ns
job,warning_count,34,
routing,routed_wl,2.12,mm
setup_path,critPathSlowestCell,"or4b_4",
routing,n_antenna_cell,0,
routing,met3_length,156,um
global_routing,grt_pass1_wl,3.24,mm
routing,drt-vias-per-instance,3.64,
setup_path,critPathMaxFanout,2,
floorplanning,rows,21,
final_timing,rsz0062_at_grt,"true",
layout,regArea,0,um2
routing,avgRoutedWirePerCell,13.7,um
global_routing,grt_pass1_vias,551,
setup_path,cpMostUsedCell,"buf_6",
layout,area_growth,317,%
logic_synthesis,synthCells,47,
final_timing,fin_crit,1.41,ns
floorplanning,dieWidth,80,um
logic_synthesis,synth.avg_cell_area,4.90,um2
logic_synthesis,yosysCellCount,47,
power,total_leakage_power,0.000452,uW
final_timing,layout_setup_ws,-0.308,ns
setup_path,cp.arrival,1.19,ns
setup_path,max_stage_delay,0.54,ns
final_timing,slew_headroom,0.835,
setup_path,cp_top_family,"simple AND/OR/NAND/NOR gates",
floorplanning,fp_util,0.0674,
final_timing,tightest_slew,0.247,ns
setup_path,worst-endpoint-required,0.88,ns
power,p_int,136,uW
layout,layout-drive-gt1-share,0.880,
layout,utilization,0.281,
final_timing,max_clock_freq,710,MHz
layout,fillers,360,
global_routing,grt-ovfl-total,0,
final_timing,fin_crit_sh,1.28,
setup_path,crit_buf_inv,3,
hold_path,hold_class,"input port to output pin",
placement,gp_congestion,0.746,
routing,via_count,561,
power,seqPwrFrac,0,
routing,drcViolationCount,0,
placement,dp_hpwl,1.36,mm
job,cap_violations,0,
layout,ff_count,0,
final_timing,timing.hold.ws,0.855,ns
setup_path,critPathLaunch,"in[2]",
routing,drt_iter0_drc,13,
floorplanning,ioPinCount,38,
logic_synthesis,ys_chip_area,230,um2
routing,m1WireLength,920,um
power,clkPwrFrac,0,
global_routing,antenna_found_initial,0,
logic_synthesis,topCellsByArea,"nor2_1, nand4bb_1, nand4b_1",
layout,n_clock_buffer,0,
power,fin_total_pwr,234,uW
setup_path,path_cells,"buf_6 -> or4b_4 -> buf_6 -> nor2_2 -> buf_2",
setup_path,timing.critical_path.to,"out[1]",
floorplanning,die_area,6400,um2
routing,drt_pre_antenna_iters,2,
final_timing,finalHoldViolCount,0,
logic_synthesis,ys_seq_share,0,
floorplanning,coreArea,3420,um2
setup_path,cp-end-kind,"output pin",
routing,top_layer,"met3",
setup_path,worstSetupStartpointType,"input port",
global_routing,grt_max_degree,9,
placement,placed_area,687,um2
## cell type report
class | count | area (um2) | share of cell area
tap | 46 | 57.6 | 0.0600
multi-input combinational | 44 | 379 | 0.395
timing repair buffer | 64 | 523 | 0.545
## how the worst min path moves through the flow
| stage | startpoint | endpoint | slack (ns) | depth (start not counted) |
|---|---|---|---|---|
| after global routing | in[3] | out[0] | 0.88 | 5 |
| final | in[1] | out[22] | 0.86 | 4 |
| after CTS | in[1] | out[30] | 0.83 | 4 |
## cells in the final DEF (no fill, tap or decap), types with 2 or more instances in the layout
cell | synthesis | layout
buf_6 | 0 | 20
buf_12 | 0 | 2
buf_8 | 0 | 3
nor2_1 | 32 | 9
nand2b_4 | 0 | 2
nand4b_1 | 3 | 3
nand4bb_4 | 0 | 3
buf_4 | 0 | 7
buf_2 | 0 | 30
nor2_4 | 0 | 6
clkbuf_2 | 0 | 2
nor2_2 | 0 | 17
## stage by stage
stage,cells,TNS (ns)
floorplan,47,0
global placement,132,-25.96
detailed placement,132,-26.20
CTS,151,-3.73
global route,154,-5.33
finish,154,-3.75
## synth_stat cells, drive strengths merged
cell / number
or4b: 1
or2: 1
clkbuf: 3
nand2b: 2
nand4bb: 3
nand4: 1
nor2: 32
nand2: 1
nand4b: 3
## tightest hold or removal path, stage by stage
cell	delay [ns]
buf_8	0.11
nand2b_4	0.16
nor2_4	0.05
buf_2	0.10
## power groups by stage
stage / sequential, uW / clock [uW] / combinational, uW
after CTS: 0 / 0 / 212
after global routing: 0 / 0 / 252
final: 0 / 0 / 234
## routing by layer
layer / up-vias / GRT usage
met2: 18 / 0.106
met1: 265 / 0.0792
met4: 0 / 0
met3: 0 / 0.0205
li1: 278 / -
met5: - / 0
## what timing repair did
action,in CTS,in global routing
pin swaps,39,25
setup buffers,19,4
resized,165,24
hold buffers,0,0
endpoints found under the setup margin,32,31
## logic make-up after synthesis
logic type | count (synthesis) | synth area share
buffers and inverters | 3 | 0.0489
AND/OR/NAND/NOR | 44 | 0.951
Power and IR drop assume default switching activity.
