==> ./design.v <==
`timescale 1ns/10ps
module mux2_1(out, i0, i1, sel);
 output logic [63:0]out;
 input logic [63:0] i0, i1;
 input logic sel;
 logic nsel;
 not #0.05 (nsel,sel);
 logic [63:0]temp1,temp2;
 genvar i;  
 generate
		for(i = 0;i<64;i++)begin: ok
			and #0.05 a1 (temp1[i],sel,i1[i]);
			and #0.05 a2 (temp2[i],nsel,i0[i]);
			or #0.05 o1 (out[i],temp1[i],temp2[i]);
		end
 endgenerate		
endmodule
module mux2to1_bit(out, i0, i1, sel);
 output logic out;
 input logic i0, i1;
 input logic sel;
 logic nsel;
 not #0.05 (nsel,sel);
 logic temp1,temp2;
 and #0.05 a1 (temp1,sel,i1);
 and #0.05 a2 (temp2,nsel,i0);
 or #0.05 o1 (out,temp1,temp2);	
endmodule
module mux2to1_5bit(out, i0, i1, sel);
 output logic [4:0]out;
 input logic [4:0] i0, i1;
 input logic sel;
 logic nsel;
 not #0.05 (nsel,sel);
 logic [4:0]temp1,temp2;
 genvar i;  
 generate
		for(i = 0;i<5;i++)begin: ok
			and #0.05 a1 (temp1[i],sel,i1[i]);
			and #0.05 a2 (temp2[i],nsel,i0[i]);
			or #0.05 o1 (out[i],temp1[i],temp2[i]);
		end
 endgenerate		
endmodule
module mux2to1_VAR  #(parameter sizem = 32)  (out, i0, i1, sel);
 output logic [sizem - 1:0] out;
 input logic [sizem - 1:0] i0, i1;
 input logic sel;
 logic nsel;
 not #0.05 (nsel,sel);
 logic [sizem - 1:0] temp1,temp2;
 genvar i;  
 generate
		for(i = 0;i<sizem;i++)begin: ok
			and #0.05 a1 (temp1[i],sel,i1[i]);
			and #0.05 a2 (temp2[i],nsel,i0[i]);
			or #0.05 o1 (out[i],temp1[i],temp2[i]);
		end
 endgenerate		
endmodule
module mux2_1_testbench();
 logic [63:0]out;
 logic [63:0] i0, i1;
 logic sel;
 mux2_1 dut (.out, .i0, .i1, .sel);
 initial begin
 sel=0; i0=64'b0; i1=64'b0; #200;
 sel=0; i0=64'b0; i1=64'b1; #200;
 sel=0; i0=64'd171; i1=64'b0; #200;
 sel=0; i0=64'd3; i1=64'd1; #200;
 sel=1; i0=64'b0; i1=64'd200; #200;
 sel=1; i0=64'b0; i1=64'd151; #200;
 sel=1; i0=64'b1; i1=64'd90; #200;
 sel=1; i0=64'b1; i1=64'd1; #200;
 end
endmodule 
==> ./run.sh <==
#!/bin/bash
# OpenROAD 26Q1-2900-gdf79404cd8, Yosys 0.63+post, stock flow scripts
make -C /OpenROAD-flow-scripts/flow DESIGN_CONFIG=/design/flow/config.mk WORK_HOME=/design/flow/orfs finish
==> ./config.mk <==
export PLATFORM = sky130hd
export DESIGN_NAME = mux2to1_VAR
export DESIGN_NICKNAME = mux2to1_VAR
export VERILOG_FILES = /design/flow/design.v
export SDC_FILE = /design/flow/constraint.sdc
export NUM_CORES = 4
export LEC_CHECK = 1
export CORE_AREA = 10 10 70 70
export DIE_AREA = 0 0 80 80
==> ./constraint.sdc <==
current_design mux2to1_VAR

set clk_period 1.0
set clk_io_pct 0.2

create_clock -name clk0 -period $clk_period

set non_clock_inputs [all_inputs -no_clocks]
set_input_delay [expr $clk_period * $clk_io_pct] -clock clk0 $non_clock_inputs
set_output_delay [expr $clk_period * $clk_io_pct] -clock clk0 [all_outputs]
==> reports/results.env <==
CRITICAL_PATH.STARTPOINT_TYPE='input port'
FIN_WS_NS=-0.0830
DIE-AREA_UM2=6400
DIE_W_UM=80
GRT_REMAINING_OVERFLOW=0
SYNTH_AREA_LEADER_CELL='sky130_fd_sc_hd__mux2_4'
DETAIL_ROUTE.WL_PER_CELL_UM=15.2
POWER.LEAKAGE_nW=0.844
FLOORPLAN.IO_PINS=97
SEQCELLAREA_UM2=0
DPL_CELL_AREA_UM2=1520
POWER.IR.VDD_WORST_mV=0.149
AVGSYNTHCELLAREA_UM2=15.1
RSZ0062_AT_GRT='true'
GLOBAL_ROUTE_USAGE_SUM_PCT=7.76
FINALNONFILLERCELLS=181
FINALMAXSLEWVIOLATIONS=0
NETLIST_AREA_UM2=544
ROUTED_WIRELENGTH_MM=2.76
ROUTABILITYCONGESTION=0.776
FINAL.CLKBUF_COUNT=0
SETUP.WORST_PATH.END_CLASS='output pin'
FINALCLOCKPERIODUSAGE_PCT=108
WORST_HOLD_STARTPOINT='i0[7]'
MIN_PERIOD_NS=1.08
TIMING.SETUP.CRITICAL_PATH_CLASS='in -> out'
POWER.DENSITY_CELL_AREA_nW_PER_UM2=391
SYNTH.TOP_CELLS.BY_AREA='sky130_fd_sc_hd__mux2_4 83%, sky130_fd_sc_hd__buf_12 11%, sky130_fd_sc_hd__mux2_2 4.1%, sky130_fd_sc_hd__buf_6 2.1%'
MAX_FREQ_MHz=923
OPENROAD.WARNINGS=34
LAYOUT.CELL_AREA.NON_FILLER_UM2=1550
INITIALDRTVIOLATIONCOUNT=3
POST_SYNTH_NUM_CELL_TYPES=4
ROWS=21
DETAILROUTE.VIA_COUNT=689
VIOLATIONS='setup timing'
AREAGROWTHSYNTHTOFINISH_PCT=184
WORST_EP_REQUIRED_TIME_NS=0.80
RELSLEWSLACK_PCT=95.8
FIRST_GLOBAL_VIAS=765
POST_DRT_VIA_CELL_RATIO=3.81
DIE_H_UM=80
LAYOUT-DRIVE-GT1-SHARE_PCT=52.6
TOP_CELL='sky130_fd_sc_hd__mux2_4'
WORST-PATH-MAX-FANOUT=6
GRT_ANTENNA_BEFORE_REPAIR=0
OUTCOME='finished with violations'
WORST_HOLD_PATH.ENDPOINT='out[7]'
FIN_TNS_SETUP_NS=-2.33
WORSTPATHARRIVAL_NS=0.88
YS.WARNINGS.COUNT=0
PLACE.PORT_BUFFERS=97
POSTCTSSETUPBUFFERS=0
WORSTHOLDPATHCELLS=3
WORSTHOLDPATHTYPE='in -> out'
SETUP_VIOLATIONS=32
INITIAL_UTILIZATION_PCT=15.9
POST_SYNTH_TOP_AREA_SHARE_PCT=82.8
CAP_VIOLATIONS=0
POST_CTS_HOLD_BUFFER_COUNT=0
N_ANTENNA_CELL=0
DP_CELLS=177
POSTSYNTHSEQSHARE_PCT=0
CORE_REGION_AREA_UM2=3420
ANT_NETS=0
GRT_MAX_DEGREE=7
WORST_SETUP_SLACK_AFTER_PLACEMENT_NS=-0.506
DRT-PASS1-ITER-COUNT=2
DP_HPWL_MM=2.42
YOSYSCELLCOUNT=36
YOSYS.STAT.CHIPAREA_UM2=544
NUMBER_OF_REMAINING_DRC_ERRORS=0
YS_TOP_CELLS_BY_COUNT='30 x sky130_fd_sc_hd__mux2_4, 3 x sky130_fd_sc_hd__buf_12, 2 x sky130_fd_sc_hd__mux2_2'
WORST_PIN_SLEW_NS=0.0624
HOLD_VIOL=0
FINISH.UTILIZATION_PCT=45.3
SYNTHESIS.INSTANCES=36
LAYOUT.SEQUENTIAL_CELLS=0
GRT_PASS1_WL_MM=4.10
logic make-up after synthesis:
family	Yosys count	synth area share, %
muxes	32	86.9
buffers and inverters	4	13.1
metrics by stage:
stage          power, mW  hold WS (ns)
2_1_floorplan      0.206         0.498
3_3_place_gp       0.648          1.36
3_5_place_dp       0.651          1.35
4_1_cts            0.619         0.797
5_1_grt            0.648         0.805
6_report           0.605         0.794
repair_timing:
action                     4_1_cts  5_1_grt
gates cloned                     4        0
gates resized                  194        0
setup endpoints to repair       32       32
area by class of cell:
class	instances	area [um2]
fill	354	1870
multi-input combinational	32	480
tap	46	57.6
timing repair buffer	103	1010
worst max path at each step:
| stage | from | end | slack (ns) | cells after the start |
|---|---|---|---|---|
| after global routing | sel | out[2] | -0.10 | 4 |
| after CTS | sel | out[17] | -0.09 | 4 |
| final | sel | out[12] | -0.08 | 4 |
layout by cell type, fill, tap and decap left out, drive strengths merged:
cell type / count
dlygate4sd2: 64
buf: 39
mux2: 32
report_power, final:
| group | switching (mW) | internal, mW | total, mW | leakage [nW] |
|---|---|---|---|---|
| sequential | 0 | 0 | 0 | 0 |
| clock | 0 | 0 | 0 | 0 |
| combinational | 0.135 | 0.470 | 0.605 | 0.844 |
per-layer routing:
layer / track usage [%] / wire (um)
met5: 0 / 0
met4: 0 / 0
met3: 3.18 / 330
met2: 14.3 / 1350
met1: 8.57 / 1080
critical path: stages:
cell,delay [ns]
sky130_fd_sc_hd__buf_12,0.13
sky130_fd_sc_hd__buf_16,0.14
sky130_fd_sc_hd__mux2_4,0.29
sky130_fd_sc_hd__buf_6,0.11
Power figures rest on the tool's default switching activity, not on a simulated workload.
